`flow/design.v`:
```
module mem_ctrl(
  input clock,
  input reset,
  input        sdram_valid, 
  input [3:0]  sdram_data_i,
  input        flash_valid,
  input [7:0]  flash_data_i,
  output       sdram_ready,
  output       flash_ready,
  output       out_valid,
  output [7:0] out_data,
  output [2:0] coverage,
  output bug
);
  reg[1:0] state_sdram;  
  reg      state_flash;  
  reg[7:0] data_sdram;
  reg[7:0] data_flash;
  assign sdram_ready = (state_sdram != 2);
  assign flash_ready = (state_flash != 1);
  assign out_valid = (state_sdram == 2) ||
                      (state_flash == 1);
  assign out_data = (state_sdram == 2) ?
                      data_sdram : data_flash;
  always @(posedge clock) begin
    if (state_sdram == 0) begin
      if (sdram_valid) begin
        state_sdram <= 1;
        data_sdram <= {4'b0000, sdram_data_i};
      end
    end else if (state_sdram == 1) begin
      if (sdram_valid) begin
        state_sdram <= 2;
        data_sdram <= {sdram_data_i, 4'b0000} | data_sdram;
      end
    end else if (state_sdram == 2) begin
      state_sdram <= 1;
    end
    if (state_flash == 0) begin
      if (flash_valid) begin
        state_flash <= 1;
        data_flash <= flash_data_i;
      end
    end else if (state_flash == 1) begin
      state_flash <= 0;
    end
  end
endmodule
```
`flow/run.sh`:
```
#!/bin/bash
# OpenROAD 26Q1-2900-gdf79404cd8, Yosys 0.63+post, stock flow scripts
make -C /OpenROAD-flow-scripts/flow DESIGN_CONFIG=/design/flow/config.mk WORK_HOME=/design/flow/orfs finish
```
`flow/constraint.sdc`:
```
current_design mem_ctrl

set clk_period 2.2
set clk_io_pct 0.2

create_clock -name clk0 -period $clk_period [get_ports {clock}]

set non_clock_inputs [all_inputs -no_clocks]
set_input_delay [expr $clk_period * $clk_io_pct] -clock clk0 $non_clock_inputs
set_output_delay [expr $clk_period * $clk_io_pct] -clock clk0 [all_outputs]
```
`flow/config.mk`:
```
export PLATFORM = sky130hd
export DESIGN_NAME = mem_ctrl
export DESIGN_NICKNAME = mem_ctrl
export VERILOG_FILES = /design/flow/design.v
export SDC_FILE = /design/flow/constraint.sdc
export NUM_CORES = 4
export LEC_CHECK = 1
export CORE_AREA = 10 10 75 75
export DIE_AREA = 0 0 85 85
```
==> flow_summary.yaml <==
# physical design summary
status:
  status: "completed"
synth:
  topCombFamilyByArea: "simple AND/OR/NAND/NOR gates"
  compound_area_share_pct: 0
  yosys-stat-area_um2: 616
  ys_seq_share_pct: 68.3
  ys_sh_simple_pct: 14.0
  synth_top_area_share_pct: 58.5
  synthDistinctLibCells: 13
  ys_warn_count: 5
  netlist_area_um2: 616
  ys_cells: 39
  synth.avg_cell_area_um2: 15.8
  synthTopCellsByArea: "edfxtp_1 (59%), dfxtp_1 (9.8%), mux2_4 (9.8%)"
  synth_flops: 15
  synth_adder_area_share_pct: 0
  yosys.area_share.xor_xnor_pct: 0
  top_area_cell: "edfxtp_1"
  syn_inst: 39
  mux_share_pct: 9.76
global_route:
  grt_util_met1_pct: 3.26
  overflow: 0
  grt_max_degree: 11
  met3_usage_pct: 3.08
  grt_util_met2_pct: 6.54
  grt_pass1_vias: 445
  antenna_found_initial: 0
  grt_busiest_layer: "met2"
  grtUsageTotal_pct: 3.68
  grt_pass1_wl_um: 2070
timing:
  slew_violations: 0
  fin_tns_setup_ns: 0
  final-setup-viol-count: 0
  rsz0062_at_grt: "false"
  finalCritPeriodShare_pct: 90.7
  period_needed_ns: 2.00
  fin_skew_ns: 0.000912
  fmax_mhz: 501
  whs_ns: 0.461
  finalHoldViolations: 0
floorplan:
  fp_util_pct: 15.2
  die_x_um: 85
  rows: 23
  ios: 31
  die_area_um2: 7230
  die_h_um: 85
  fp.coreArea_um2: 4060
clocking:
  clockBufferDepth: 2
  cts_tree: "done"
  cts_setup_buffers: 0
  cts_buffers: 3
  h-tree-depth: 1
  ctsHoldBuffers: 0
  cts_root_buffer: "clkbuf_8"
  clkTransAtPathRegs_ns: 0.06
  ctsResizeCount: 0
  worstSkewPairLatency_ns: 0.24
  clock_sinks: 15
critical_path:
  setup.worst_path.class: "register to output pin"
  cp-start-kind: "register"
  setup.worst_path.end_class: "output pin"
  arrival_ns: 1.56
  path_max_fanout: 10
  crit_required_ns: 1.76
pwr:
  clockPowerShare_pct: 34.2
  leakage_uw: 0.000348
  p_comb_share_pct: 12.8
  power_switching_uw: 114
  pwr_density_cell_nw_per_um2: 656
  switching_share_pct: 18.2
  pwr-share-seq_pct: 53.0
  max-vdd-ir-drop_mv: 0.282
  power.internal_uw: 511
route:
  diodes: 0
  drc: 0
  totalWireLength_um: 1310
  drtAntennaViolNets: 0
  dr_total_vias: 358
  drt-pass1-iter-count: 2
  vias_per_cell: 3.06
  drt_iter0_drc: 15
  routedWlPerCell_um: 11.2
final_layout:
  mostFrequentLayoutCells: "clkdlybuf4s50_1 (25), edfxtp_1 (12)"
  logic_area_um2: 161
  layout.cells.most_common: "clkdlybuf4s50_1"
  syn2layout_area_growth_pct: 54.7
  fillers: 416
  layout-drive-gt1-share_pct: 19.4
  area.sequential_um2: 420
flow_run:
  warnings: 26
  drv_cap: 0
min_path:
  hold_path_class: "register to register"
placement:
  gp_congestion: 0.653
  port_buffers: 25
[flip-flops by register name, summed over array words and instances, names as in the netlist]
register     count
data_flash       8
data_sdram       4
state_sdram      2
state_flash      1
[path summary, 6_finish.rpt]
check                      start             to  slack, ns  cells after the start
hold / removal       state_flash    state_flash       0.46                      1
setup reg to reg   data_sdram[7]  data_sdram[7]       1.27                      1
setup / recovery  state_sdram[0]    out_data[4]       0.20                      2
hold reg to reg      state_flash    state_flash       0.46                      1
[cell usage after synthesis]
cell	instances
and2b_1	4
buf_4	4
inv_1	1
or2_1	1
edfxtp_1	12
mux2_4	4
dfxtp_1	3
nor2b_1	2
buf_6	1
conb_1	1
or2_2	4
nand2b_1	1
and2_1	1
[layer usage]
layer | routed length (um) | vias up
met5 | 0 | -
met4 | 0 | 0
met3 | 160 | 0
met2 | 647 | 20
met1 | 498 | 159
li1 | - | 179
[cell type report]
type / instances / share of cell area (%)
Clock buffer: 3 / 4.34
Tap cell: 50 / 6.57
Inverter: 1 / 0.394
Sequential cell: 15 / 44.2
Clock inverter: 1 / 0.526
Timing Repair Buffer: 26 / 27.1
Multi-Input combinational cell: 21 / 17.0
[stage by stage]
| step | worst slack [ns] | area, um^2 | util (%) | power (uW) | std cells |
|---|---|---|---|---|---|
| detailed placement | 0.414 | 906 | 22.3 | 421 | 113 |
| floorplan | 0.967 | 627 | - | 364 | 42 |
| finish | 0.204 | 952 | 23.5 | 625 | 117 |
| CTS | 0.143 | 952 | 23.5 | 642 | 117 |
| global placement | 0.389 | 906 | 22.3 | 421 | 113 |
| global route | 0.0774 | 952 | 23.5 | 669 | 117 |
[worst max-delay path, stage by stage (launching register included)]
cell and delay, ns:
dfxtp_1 0.57, mux2_4 0.34, clkdlybuf4s50_1 0.41
[cells by family (layout without fill, tap and decap cells)]
logic type / Yosys count / in the layout
buffers and inverters: 6 / 31
muxes: 4 / 4
DFF: 15 / 15
and+or+nand+nor: 13 / 13
other: 1 / 4
[power groups by stage]
stage         Sequential (uW)  Combinational [uW]  Clock, uW
finish                    331                80.2        213
global route              333                89.0        247
CTS                       332                83.6        227
No activity file was given, so power comes from the tool's default toggle rates.
